--- ./config.mk ---
export PLATFORM = sky130hd
export DESIGN_NAME = top
export DESIGN_NICKNAME = top
export VERILOG_FILES = /design/flow/design.v
export SDC_FILE = /design/flow/constraint.sdc
export NUM_CORES = 4
export LEC_CHECK = 1
export CORE_UTILIZATION = 40
--- ./constraint.sdc ---
current_design top

set clk_period 8.5
set clk_io_pct 0.2

create_clock -name clk0 -period $clk_period [get_ports {clk}]

set non_clock_inputs [all_inputs -no_clocks]
set_input_delay [expr $clk_period * $clk_io_pct] -clock clk0 $non_clock_inputs
set_output_delay [expr $clk_period * $clk_io_pct] -clock clk0 [all_outputs]
--- ./design.v ---
module ControladorTrigger (
    input  wire clk,      
    output wire trigger,   
    output wire probe
);
  wire pulso;
  DivisorFrecuencia divisor (
      .clk(clk),
      .pulso_start(pulso)
  );
  GeneradorPulso generador (
      .clk(clk),
      .start(pulso),
      .trigger(trigger)
  );
endmodule
module DivisorFrecuencia (
    input wire clk,   
    output reg pulso_start = 1'b0   
);
  reg [18:0] contador = 19'b0;   
  always @(posedge clk) begin
    contador <= contador + 19'd1;
    if (contador <= 19'd1) begin   
      pulso_start <= 1'd1;
    end else begin
      pulso_start <= 19'b0;
    end
  end
endmodule
module GeneradorPulso (
    input  wire clk,             
    input  wire start,
    output reg  trigger = 1'b0   
);
  reg [9:0] contador_us = 10'b0;   
  reg init = 1'b0;
  always @(posedge clk) begin
    if (start == 1'b1) begin
      init <= 1'b1;
    end else begin
      if (init == 1'b1) begin
        contador_us = contador_us + 1;
        if (contador_us > 24'd249) begin
          trigger <= 1'b0;
          init <= 1'b0;
        end else begin
          trigger <= 1'b1;
        end
      end else begin
        contador_us <= 10'b0;
      end
    end
  end
endmodule
module GeneradorEcho (
    input wire clk,             
    input wire echo_signal,     
    output reg [6:0] contador_echo = 7'b0,  
    output reg echo_active = 1'b0,   
	output reg reset = 1'b0
);
	parameter LIMITE = 127;   
    always @(posedge clk) begin
        if (echo_signal) begin
            echo_active <= 1'b1;  
            contador_echo <= contador_echo + 1;  
        end else begin
            echo_active <= 1'b0;  
            contador_echo <= 7'b0;  
        end
        if(contador_echo>=LIMITE)begin
			reset<=1'b0;
        end
        if (reset == 1'b1) begin
            contador_echo <= 7'b0;        
        end else if (contador_echo < LIMITE) begin
            contador_echo <= contador_echo + 1;  
        end else begin
            contador_echo <= 7'b0;        
        end
    end
endmodule
module BinarioABCD (
    input wire [6:0] binario,      
    output reg [3:0] bcd0,          
    output reg [3:0] bcd1           
);
    integer i;
    reg [9:0] temp;   
    always @(*) begin
        bcd0 = 4'b0000;
        bcd1 = 4'b0000;
        temp = {3'b000, binario};   
        for (i = 0; i < 7; i = i + 1) begin
            if (temp[3:0] >= 4'b0101) begin
                temp[3:0] = temp[3:0] + 4'b0011;   
            end
            if (temp[7:4] >= 4'b0101) begin
                temp[7:4] = temp[7:4] + 4'b0011;   
            end
            temp = temp << 1;
        end
        bcd0 = temp[3:0];    
        bcd1 = temp[7:4];    
    end
endmodule
module mux_U_D (
    input wire [3:0] bcd0,           
    input wire [3:0] bcd1,           
    input wire selector,              
    output reg [3:0] salida,           
	output reg [1:0] catodo          
);
    always @(*) begin
        case (selector)
            1'b0: begin
                salida = bcd0;       
                catodo = 2'b10;   
            end
            1'b1: begin
                salida = bcd1;       
                catodo = 2'b01;   
            end
            default: begin
                salida = 4'b0;    
                catodo = 2'b11;    
            end
        endcase
    end
endmodule
module bin_to_7segmentos (
    input wire [3:0] salida,          
    output reg [6:0] segmentos     
);
    always @(*) begin
	segmentos = 7'b0000000;
        case (salida)
            4'b0000: segmentos[0] = 7'b0111111;  
            4'b0001: segmentos[1] = 7'b0000110;  
            4'b0010: segmentos[2] = 7'b1011011;  
            4'b0011: segmentos[3] = 7'b1001111;  
            4'b0100: segmentos[4] = 7'b1100110;  
            4'b0101: segmentos[5] = 7'b1101101;  
            4'b0110: segmentos[6] = 7'b1111101;  
            4'b0111: segmentos[7] = 7'b0000111;  
            4'b1000: segmentos[8] = 7'b1111111;  
            4'b1001: segmentos[9] = 7'b1100111;  
        endcase
    end
endmodule
module divisor_frecuencia2 (
    input wire clk,            
    output reg pulso2 = 1'b0   
);
    reg [5:0] contador = 6'b0;   
    always @(posedge clk) begin
        if (contador < 6'd49) begin
            contador <= contador + 1;   
            pulso2 <= 1'b0;              
        end else begin
            pulso2 <= 1'b1;              
        end
        if (pulso2) begin
            contador <= 6'b0;      
            pulso2 <= 1'b0;        
       end
    end
endmodule
module top (
    input  clk,
    output trigger,
    input wire echo_signal,
    output wire echo_active,         
	output wire [6:0] contador_echo,
    output wire [3:0] bcd0,    
    output wire [3:0] bcd1,     
	output wire [3:0] salida_mux,  
	input wire selector,
	output wire [6:0] segmentos,  
	output wire [1:0] catodo,  
	output wire pulso2           
);
  ControladorTrigger controlador (
      .clk(clk),
      .trigger(trigger)
  );
    GeneradorEcho generador_echo (
        .clk(clk),
        .echo_signal(echo_signal),
        .contador_echo(contador_echo),
        .echo_active(echo_active)
    );
    BinarioABCD convertidor (
        .binario(contador_echo),
        .bcd0(bcd0),
        .bcd1(bcd1)
    );
    mux_U_D mux (
        .bcd0(bcd0),
        .bcd1(bcd1),
        .selector(selector),
        .salida(salida_mux),       
		.catodo(catodo)
    );
    bin_to_7segmentos display (
        .salida(salida_mux),  
        .segmentos(segmentos)
    );
    divisor_frecuencia2 divisor (
        .clk(clk),
        .pulso2(pulso2)   
    );
endmodule
--- ./run.sh ---
#!/bin/bash
# OpenROAD 26Q1-2900-gdf79404cd8, Yosys 0.63+post, stock flow scripts
make -C /OpenROAD-flow-scripts/flow DESIGN_CONFIG=/design/flow/config.mk WORK_HOME=/design/flow/orfs finish
==> out/qor.txt <==
# clock sinks -> 47
Combinational Power Share -> 0.014
setup tns final -> 0 ns
drt total wl -> 6624 microns
Top delay family on crit path -> AND-OR/OR-AND gates
WP data arrival -> 6.53 ns
Die H -> 93.06 microns
root buf cell -> clkbuf_8
Synth Seq Share -> 0.3169
first-pass GRT wire length -> 10,610 microns
GR Overflow Total -> 0
Worst-Margin Slew -> 0.5234 ns
Log Warnings -> 39
DRT Pass-1 Iters -> 4
Pint -> 0.2896 mW
CP Max Fanout -> 5
Startpoint Class -> flip-flop
slowest CP cell -> a311o_1
GPL Wtd Cong -> 0.8136
clk latency of the worst-skew pair -> 0.30 ns
drt via density -> 5.029
Req. time, crit path -> 6.80 ns
fp_density -> 0.4205
buffers plus inverters on the worst setup path -> 9
Cell variety after synth -> 75
final hold violations -> 0
Hold WS -> 0.4483 ns
VDD IR max -> 0.09540 mV
die width -> 93.06 microns
Fin Clk Skew -> 0.01106 ns
slowest stage delay, CP -> 0.36 ns
Fillers -> 651
initial antenna violation count -> 0
final core occ -> 0.5725
Area Overhead vs Synth -> 36.14%
register area -> 0.001057 sq mm
max cap viols -> 0
design area -> 0.004516 sq mm
flops out of synthesis -> 47
routed wire length per instance -> 11.89 microns
H-tree Lvls -> 2
ant diodes -> 0
CTS Buf Count -> 5
Psw -> 0.07405 mW
Leak -> 1.719 nW
Yosys chip area -> 0.003317 sq mm
pwr/cell area -> 80.54 mW/mm^2
RSZ-0062 raised after global routing -> true
Max Freq -> 121.5 MHz
largest net degree at the start of global routing -> 16
Setup-failing EPs final -> 0
vias in the first global route -> 2,468
# DRC -> 0
Tmin final -> 8.231 ns
layout cell share with drive strength beyond 1 -> 0.3033
ys flop type -> dfxtp_1
DR iter-0 viols -> 89
setup ws final -> 0.2690 ns
ys cells -> 378
Sw Share -> 0.2036
Hold Path Class -> flip-flop to flip-flop
Synth Area per Inst -> 8.775 sq um
row count -> 32
share of synthesized registers carrying an async set or reset -> 0
Synthesis Warnings -> 16
number of synthesized flops with an enable pin -> 11
setup slack at placement -> -0.08143 ns
total track usage -> 0.1495
Clock transition at path regs -> 0.08 ns
crit path kind -> flip-flop to primary output
nature of the critical path endpoint -> primary output
Final ANT Viol Nets -> 0
I/O Pins -> 34
cycle use final -> 0.9684
via count -> 2,801
synthesized instance count -> 378
Slew Limit Fails -> 0
status -> complete, no violations
Clock Tree Buf Depth -> 2
CTS tree -> built
Slew HR -> 0.6420
synthesized area -> 0.003317 sq mm
DIE AREA -> 0.008660 sq mm
core footprint -> 0.007888 sq mm
port bufs -> 30
sequential power share -> 0.624
clock share of power -> 0.362
multi-input logic area -> 0.002460 sq mm
dpl cell area -> 0.003899 sq mm
DP Wirelength -> 4574 microns
## through the flow
stage	instances	power, mW
3_3_place_gp	529	0.2377
3_5_place_dp	529	0.2376
2_1_floorplan	380	0.2351
5_1_grt	557	0.3782
4_1_cts	540	0.3695
6_report	557	0.3637
## final cells by class
class                           instances  area share
Inverter                               34     0.02937
Sequential cell                        47      0.2341
Clock buffer                            6     0.01607
Tap cell                              102     0.02826
Clock inverter                          2    0.003879
Multi-Input combinational cell        289      0.5447
Timing Repair Buffer                   77      0.1435
## worst register-to-register path, cell delays in order (launching register included)
cell	delay, ns
edfxtp_1	0.44
ha_1	0.27
or3b_2	0.44
nand4_1	0.12
o21bai_1	0.07
a221oi_1	0.32
nand2_1	0.09
nand2_1	0.07
## synth_stat cells (3+ instances only)
| master | number | area share |
|---|---|---|
| nand2b_1 | 5 | 0.0094 |
| a31oi_1 | 5 | 0.0094 |
| buf_4 | 4 | 0.0091 |
| and3_1 | 7 | 0.013 |
| nand3_1 | 26 | 0.039 |
| inv_1 | 31 | 0.035 |
| mux2i_1 | 5 | 0.015 |
| clkbuf_1 | 3 | 0.0034 |
| nor2_1 | 33 | 0.037 |
| o21a_1 | 3 | 0.0068 |
| edfxtp_1 | 11 | 0.10 |
| inv_2 | 3 | 0.0034 |
| o31ai_1 | 3 | 0.0068 |
| nor4_1 | 3 | 0.0057 |
| or3_1 | 4 | 0.0075 |
| xnor2_1 | 23 | 0.061 |
| and2_1 | 10 | 0.019 |
| nor2b_1 | 8 | 0.015 |
| xor2_1 | 12 | 0.032 |
| nand2_1 | 31 | 0.035 |
| buf_2 | 3 | 0.0045 |
| nor3_1 | 5 | 0.0075 |
| o21ai_1 | 3 | 0.0045 |
| ha_1 | 25 | 0.094 |
| o22ai_1 | 3 | 0.0057 |
| o21ai_0 | 4 | 0.0060 |
| dfxtp_1 | 36 | 0.22 |
| nand4_1 | 4 | 0.0075 |
| a21oi_1 | 11 | 0.017 |
## layer usage
metal	global-route usage	routed length (microns)
met5	0	0
met2	0.2371	2876
met1	0.2324	3543
met3	0.01572	148
met4	0.01795	56
## kinds of logic after synthesis
logic type,share of synthesized area
simple gates,0.2395
compound gates,0.1494
flops,0.3169
buf+inv,0.05545
xor+xnor,0.1056
fa+ha+maj,0.09430
mux,0.03772
other cells,0.001131
## power groups by stage
stage         registers (mW)  logic (mW)  clock network, mW
finish                 0.227     0.00510              0.131
global route           0.227     0.00559              0.145
CTS                    0.227     0.00498              0.137
## cells in the final DEF (no fill, tap or decap), types with 4 or more instances in the layout
cell,instances
a31oi_1,4
clkbuf_8,5
nand2_2,4
ha_1,13
inv_2,7
nor2b_1,7
nand4_1,4
dfxtp_1,33
inv_1,25
and3_1,7
nand3_1,25
nand2b_4,5
a21oi_2,4
a21oi_1,7
or3_1,4
ha_4,8
nand2_1,26
dlymetal6s2s_1,4
xor2_1,12
clkdlybuf4s50_1,23
buf_4,47
nor2_1,32
mux2i_1,4
and2_1,10
ha_2,4
edfxtp_1,11
xnor2_1,21
## sequential cells by signal, summed over array words and instances, names as in the netlist
| register | cells |
|---|---|
| controlador.divisor.pulso_start | 1 |
| divisor.pulso2 | 1 |
| controlador.generador.init | 1 |
| generador_echo.echo_active | 1 |
| divisor.contador | 6 |
| generador_echo.contador_echo | 7 |
| controlador.generador.trigger | 1 |
| controlador.divisor.contador | 19 |
| controlador.generador.contador_us | 10 |
## final timing paths
check                                       start  slack, ns                               to  cells after the start
max reg2reg  controlador.generador.contador_us[0]       6.62       controlador.generador.init                      7
min reg2reg       generador_echo.contador_echo[0]       0.45  generador_echo.contador_echo[0]                      1
max               generador_echo.contador_echo[1]       0.27                     segmentos[6]                     38
min               generador_echo.contador_echo[0]       0.45  generador_echo.contador_echo[0]                      1
## what timing repair did
item | 4_1_cts | 5_1_grt
gates resized | 31 | 62
pin swaps | 7 | 33
endpoints found under the hold margin | 0 | 0
hold buffers | 0 | 0
endpoints found under the setup margin | 9 | 9
buffers inserted | 3 | 17
Power figures rest on the tool's default switching activity, not on a simulated workload.
